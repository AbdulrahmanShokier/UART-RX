==> ./design.v <==
module Deserializer (
    input  wire       clk_based_on_prescale,
    input  wire       Deserializer_enable,
    input  wire       shift_enable,         
    input  wire       sampled_data,        
    input  wire       sampled_data_valid, 
    input  wire       asy_reset, 
    output reg [7:0]  parallel_data
);
    reg [7:0] collected_data;
    reg [3:0] counter;
    always @(posedge clk_based_on_prescale or negedge asy_reset) 
    begin
        if (!asy_reset)
        begin
            collected_data <= 0;
            parallel_data  <= 0;
            counter        <= 0;
        end
        else if (sampled_data_valid && shift_enable) 
        begin
            counter <= counter + 1;
            if (counter < 8)   
            begin
                collected_data <= {sampled_data, collected_data[7:1]};
            end
            else if (counter == 8)
            begin
                counter <= 0;   
            end
        end
        else if (Deserializer_enable)
        begin
            parallel_data <= collected_data;
            counter       <= 0;
        end
        else if (!shift_enable)
        begin
            counter <= 0;   
        end
    end
endmodule
==> ./run.sh <==
#!/bin/bash
# OpenROAD 26Q1-2900-gdf79404cd8, Yosys 0.63+post, stock flow scripts
make -C /OpenROAD-flow-scripts/flow DESIGN_CONFIG=/design/flow/config.mk WORK_HOME=/design/flow/orfs finish
==> ./config.mk <==
export PLATFORM = sky130hd
export DESIGN_NAME = Deserializer
export DESIGN_NICKNAME = Deserializer
export VERILOG_FILES = /design/flow/design.v
export SDC_FILE = /design/flow/constraint.sdc
export NUM_CORES = 4
export LEC_CHECK = 1
export CORE_AREA = 10 10 88 88
export DIE_AREA = 0 0 98 98
==> ./constraint.sdc <==
current_design Deserializer

set clk_period 1.6
set clk_io_pct 0.2

create_clock -name clk0 -period $clk_period [get_ports {clk_based_on_prescale}]

set non_clock_inputs [all_inputs -no_clocks]
set_input_delay [expr $clk_period * $clk_io_pct] -clock clk0 $non_clock_inputs
set_output_delay [expr $clk_period * $clk_io_pct] -clock clk0 [all_outputs]
==> results.tsv <==
metric	value	unit
fin cells	160	
outcome	finished clean	
Core Rows	28	
CTS max path bufs	2	
Syn Area/Cell	13.9	um2
Synth area leader	dfrtp_1	
Overall Power	1.67	mW
I/O Pins	14	
Post-Route M1 WL	846	um
Core Box Area	5920	um2
reg2reg path depth	5	
# H-tree levels	1	
Chip Area	9600	um2
grt total ovfl	0	
R2R Path End	counter[2]	
IO Port Bufs	13	
Critical R2R Launch	counter[0]	
Max-Cap Viols	0	
Max FO, Critical Path	8	
PostCTS Resize Cnt	0	
CTS Hold Bufs	0	
flop2flop setup slack	0.37	ns
clock skew	0.00519	ns
Die Wd	98	um
Final GP Congestion	0.709	
placed cells	156	
detailed-route via count	552	
Die Ht	98	um
RSZ-0062 raised after global routing	no	
required time worst endpoint	1.74	ns
Post-Route Utilization	20.4	%
HPWL Detailed	1330	um
DRC	0	
Yosys Chip Area	876	um2
Max Freq	0.671	GHz
Place WS	-0.154	ns
first-pass GRT wire length	2950	um
drt initial violations	11	
routed wire length on met2	731	um
logic area	349	um2
Synth Instances	63	
Final ANT Viol Nets	0	
total power per unit cell area	1380	nW/um2
Worst slew margin	79.1	%
crit path capture type	flop	
Vias/cell	3.45	
largest net degree at the start of global routing	21	
Top-area cell share	57.1	%
vias in the first global route	586	
clock latency (worst-skew pair)	0.25	ns
CTS clk-pin slew, worst paths	0.07	ns
P_leak	0.509	nW
Commonest Layout Cell	dfrtp_1	
Tightest Pin Transition	0.312	ns
Post-Syn Area	876	um2
clock sinks	20	
root buf cell	clkbuf_8	
Max VDD drop	615	uV
synth warn	1	
met3 wire len	157	um
Seq. cell area	500	um2
drt first pass iters	3	
DR top layer	met3	
share of layout cells above drive strength 1	34.1	%
diode count	0	
Post-CTS Setup Inserts	0	
final hold vios	0	
Tool Warnings	26	
Final Routed Wirelength	1740	um
routed len/inst	10.8	um
Slew Viols, Final	0	
fill count	608	
most numerous logic cells after layout	20 x dfrtp_1, 16 x mux2_2, 13 x clkdlybuf4s50_1	
FP Util	14.8	%
Cell Type Count	19	
crit share post-route	93.1	%
Seq/Total Area, Yosys	57.1	%
CTS buffer count	3	
Seq cells post-synth	20	
Startpoint Class	input port	
Cell area leaders	dfrtp_1 57%, mux2_2 21%, ha_1 2.9%	
gr usage total	3.67	%
CTS tree	yes	
Setup Crit Path Kind	input port to flop	
Yosys Instances	63	
min Tclk post-route	1.49	ns
Layout area overhead	38.0	%
final worst slack	0.111	ns
final-report setup violation count	0	
antenna violations before repair	0	
CP Data Arrival Time	1.63	ns
Hold WC Path Type	input port to async pin	
-- worst max-delay path: stages --
cell,delay [ns]
clkdlybuf4s50_1,0.56
a21oi_4,0.37
mux2_2,0.38
-- Yosys cell counts, drive strengths merged --
cell type  number
a311oi          1
nor3b           1
nand3           2
buf             1
nand3b          2
dfrtp          20
o2111ai         2
mux2           16
ha              2
a21oi           3
nor2            2
a31oi           1
nand2           3
or2b            1
inv             5
or3b            1
-- power by group --
part	internal, mW	leakage (nW)	switching (mW)
Sequential	0.677	0.247	0.105
Combinational	0.298	0.227	0.0986
Clock	0.334	0.0357	0.155
Total	1.31	0.509	0.359
-- cell type report --
cell class	instances	area share [%]
Multi-Input combinational cell	37	28.9
Clock inverter	1	2.48
Inverter	5	1.55
Timing Repair Buffer	19	14.5
Clock buffer	3	3.42
Tap cell	75	7.76
Sequential cell	20	41.4
-- worst max path at each step --
| stage | start | end |
|---|---|---|
| after CTS | shift_enable | parallel_data[5] |
| after global routing | shift_enable | parallel_data[2] |
| final | shift_enable | parallel_data[5] |
-- sequential cells by signal (all words and copies together) (netlist names) --
register,flops
collected_data,8
parallel_data,8
counter,4
-- cells by family (layout without fill, tap and decap cells) --
logic type / count (synthesis) / count (layout) / synth area share, %
and+or+nand+nor: 12 / 12 / 9.72
adders and majority gates: 2 / 2 / 2.86
buffers and inverters: 6 / 28 / 3.00
DFF: 20 / 20 / 57.1
AOI/OAI and AO/OA: 7 / 7 / 6.72
muxes: 16 / 16 / 20.6
-- per-layer routing --
metal | global-route usage [%] | up-vias
li1 | - | 269
met1 | 4.74 | 272
met2 | 5.38 | 11
met3 | 2.28 | 0
met4 | 0.112 | 0
met5 | 0 | -
-- metrics by stage --
| stage | cell area [um2] | hold slack [ns] | TNS [ns] |
|---|---|---|---|
| after global routing | 1210 | 0.437 | 0 |
| after floorplan | 876 | 0.0244 | 0 |
| after CTS | 1210 | 0.393 | 0 |
| after global placement | 1140 | 0.482 | -1.00 |
| final | 1210 | 0.394 | 0 |
| after detailed placement | 1140 | 0.488 | -1.44 |
Power is estimated from default activity; no workload was simulated.
