--- flow/run.sh ---
#!/bin/bash
# OpenROAD 26Q1-2900-gdf79404cd8, Yosys 0.63+post, stock flow scripts
make -C /OpenROAD-flow-scripts/flow DESIGN_CONFIG=/design/flow/config.mk WORK_HOME=/design/flow/orfs finish
--- flow/config.mk ---
export PLATFORM = sky130hd
export DESIGN_NAME = FSM
export DESIGN_NICKNAME = FSM
export VERILOG_FILES = /design/flow/design.v
export SDC_FILE = /design/flow/constraint.sdc
export NUM_CORES = 4
export LEC_CHECK = 1
export CORE_AREA = 10 10 82 82
export DIE_AREA = 0 0 92 92
--- flow/constraint.sdc ---
current_design FSM

set clk_period 3.7
set clk_io_pct 0.2

create_clock -name clk0 -period $clk_period [get_ports {clk_based_on_prescale}]

set non_clock_inputs [all_inputs -no_clocks]
set_input_delay [expr $clk_period * $clk_io_pct] -clock clk0 $non_clock_inputs
set_output_delay [expr $clk_period * $clk_io_pct] -clock clk0 [all_outputs]
--- flow/design.v ---
module FSM
(
    input asy_reset,
    input clk_based_on_prescale,
    input RX_IN,  
    input parity_enable,
    input parity_error,
    input start_glitch,
    input stop_error,
    input [5:0] edge_count,
    input [4:0] bit_count,
    input [5:0] prescale,
    output reg Deserializer_enable,
    output reg data_valid,
    output reg parity_check_enable,
    output reg data_sampler_enable,
    output reg start_check_enable,
    output reg stop_check_enable,
    output reg shift_enable,
    output reg edge_bit_enable
);
parameter idle_state    = 3'b000;
parameter start_state   = 3'b001;
parameter data_state    = 3'b010;
parameter parity_state  = 3'b011;
parameter stop_state    = 3'b100;
reg [2:0] current_state;
reg [2:0] next_state;
reg parity_enable_save;
always @(posedge clk_based_on_prescale or negedge asy_reset)
begin
    if (!asy_reset)
        current_state <= idle_state;
    else
        current_state <= next_state;
end
always @(posedge clk_based_on_prescale or negedge asy_reset) 
begin
    if (!asy_reset)
        parity_enable_save <= 1'b0;
    else if (current_state == idle_state && RX_IN == 1'b0)
        parity_enable_save <= parity_enable;
    else
        parity_enable_save <= parity_enable_save;
end
always @(*)
begin
    Deserializer_enable  = 0;
    data_valid           = 0;
    parity_check_enable  = 0;
    data_sampler_enable  = 0;
    start_check_enable   = 0;
    stop_check_enable    = 0;
    edge_bit_enable      = 0;
    shift_enable         = 0;
    case (current_state)
    idle_state:
    begin
        if (RX_IN == 0)
        begin
            next_state = start_state;
            edge_bit_enable     = 1;
            data_sampler_enable = 1;
            start_check_enable  = 1;
        end
        else 
        begin
            next_state = idle_state;           
        end
    end
    start_state:
    begin
        if (start_glitch)
        begin
            next_state = idle_state;
        end
        else if (edge_count == prescale - 1)
        begin
            next_state = data_state;
            edge_bit_enable     = 1;
            parity_check_enable = 1;
            data_sampler_enable = 1;
            shift_enable        = 0;   
        end
        else
        begin
            next_state = start_state;
            edge_bit_enable     = 1;
            data_sampler_enable = 1;
            start_check_enable  = 1;
        end
    end
    data_state:
    begin
        if (bit_count <= 8)   
        begin
            next_state = data_state;
            edge_bit_enable     = 1;
            parity_check_enable = 1;
            data_sampler_enable = 1;
            shift_enable        = 1;
        end
        else if (bit_count == 9 && edge_count == prescale - 1)
        begin
            if (parity_enable_save == 0)
            begin
                next_state = stop_state;
                stop_check_enable   = 1;
                edge_bit_enable     = 1;
                Deserializer_enable = 1;
                parity_check_enable = 0;
                data_valid          = 0;
                data_sampler_enable = 1;
            end
            else
            begin
                next_state = parity_state;
                edge_bit_enable     = 1;
                parity_check_enable = 1;
                data_valid          = 0;
                data_sampler_enable = 1;
            end
        end
        else
        begin
            next_state = data_state;
            edge_bit_enable     = 1;
            parity_check_enable = 1;
            data_sampler_enable = 1;
            shift_enable        = 1;
        end
    end
    parity_state:
    begin
        if (parity_error)
            next_state = idle_state;
        else if (edge_count == prescale - 1)
        begin
            next_state = stop_state;
            stop_check_enable   = 1;
            edge_bit_enable     = 1;
            Deserializer_enable = 1;
            data_sampler_enable = 1;
            data_valid          = 0;
        end
        else
        begin
            next_state = parity_state;
            edge_bit_enable     = 1;
            parity_check_enable = 1;
            data_sampler_enable = 1;
        end          
    end
    stop_state:
    begin
        if (edge_count == prescale - 1)
        begin
            if (!stop_error)
            begin
                next_state = idle_state;
                Deserializer_enable = 1;
                data_valid          = 1;
            end
            else
            begin
                next_state = idle_state;
                data_valid = 0;
            end
        end
        else
        begin
            next_state = stop_state;
            stop_check_enable   = 1;
            edge_bit_enable     = 1;
            Deserializer_enable = 1;
            data_sampler_enable = 1;
        end
    end
    endcase
end
endmodule
==> metrics.txt <==
# HELP chip_impl_metric Synthesis and place-and-route metrics
# TYPE chip_impl_metric gauge
chip_impl_info{name="outcome",value="finished clean"} 1
chip_impl_metric{name="io_pins",unit=""} 32
chip_impl_metric{name="power_density",unit="mW/mm^2"} 181
chip_impl_metric{name="clock_path_buffers",unit=""} 2
chip_impl_metric{name="cts.htree.levels",unit=""} 1
chip_impl_info{name="worst_setup_path_end_kind",value="output port"} 1
chip_impl_metric{name="synth.top_cell.area_share",unit=""} 0.158
chip_impl_metric{name="core_region_area",unit="mm^2"} 0.00507
chip_impl_metric{name="final_setup_slack_of_the_worst_path",unit="ns"} 0.130
chip_impl_metric{name="vdd_drop_max",unit="mV"} 0.0565
chip_impl_metric{name="grt_antenna_before_repair",unit=""} 0
chip_impl_metric{name="total_power",unit="mW"} 0.207
chip_impl_metric{name="fp-utilization",unit=""} 0.125
chip_impl_info{name="cts_root_buffer",value="clkbuf_8"} 1
chip_impl_metric{name="maxCapViolations",unit=""} 0
chip_impl_metric{name="final-hold-violation-count",unit=""} 0
chip_impl_metric{name="place.detailed.hpwl",unit="um"} 1610
chip_impl_metric{name="timing.critical_path.required",unit="ns"} 2.96
chip_impl_metric{name="ffs_w_async_s_r_synth",unit=""} 0.571
chip_impl_metric{name="final.setup_skew",unit="ns"} 0.0000374
chip_impl_metric{name="netlist-cell-type-count",unit=""} 31
chip_impl_metric{name="number_of_unconstrained_endpoints",unit=""} 6
chip_impl_info{name="top_cell",value="nor2_1"} 1
chip_impl_metric{name="syn-instance-count",unit=""} 75
chip_impl_metric{name="io_port_bufs",unit=""} 31
chip_impl_metric{name="cts.clk_slew.worst_paths",unit="ns"} 0.03
chip_impl_metric{name="critical_path_peak_fanout",unit=""} 5
chip_impl_metric{name="viasPerCell",unit=""} 3.60
chip_impl_info{name="netlist.top_cell.by_area",value="dfrtp_1"} 1
chip_impl_info{name="clock_tree_from_tritoncts",value="done"} 1
chip_impl_metric{name="grt_pass1_vias",unit=""} 688
chip_impl_metric{name="globalRoute.totalOverflow",unit=""} 0
chip_impl_metric{name="tool_warnings",unit=""} 26
chip_impl_info{name="critical_path.startpoint_type",value="input port"} 1
chip_impl_metric{name="die_height",unit="um"} 92
chip_impl_metric{name="final_cells",unit=""} 183
chip_impl_metric{name="route.antenna.remaining_nets",unit=""} 0
chip_impl_metric{name="setup_viol_count_final",unit=""} 0
chip_impl_metric{name="synth-edff-count",unit=""} 0
chip_impl_metric{name="critPathArrivalTime",unit="ns"} 2.83
chip_impl_metric{name="grt_max_degree",unit=""} 12
chip_impl_metric{name="num_vias",unit=""} 658
chip_impl_metric{name="drt_pre_antenna_iters",unit=""} 4
chip_impl_metric{name="wire_length_of_the_first_global_routing_pass",unit="um"} 3180
chip_impl_metric{name="place_area",unit="mm^2"} 0.00102
chip_impl_metric{name="final.hold.worst_slack",unit="ns"} 0.552
chip_impl_metric{name="drt_iter0_markers",unit=""} 45
chip_impl_info{name="synth.cells.most_frequent",value="nor2_1 (8), inv_1 (6), nand2_1 (6)"} 1
chip_impl_metric{name="row_count",unit=""} 26
chip_impl_metric{name="period_needed",unit="ns"} 3.57
chip_impl_metric{name="synth_flop_count",unit=""} 7
chip_impl_metric{name="synth.avg_cell_area",unit="um^2"} 8.42
chip_impl_metric{name="cts-buffers-inserted",unit=""} 3
chip_impl_info{name="path_class",value="in -> out"} 1
chip_impl_metric{name="flow.area_growth_from_synthesis",unit="%"} 81.4
chip_impl_metric{name="fin_setup_tns",unit="ns"} 0
chip_impl_metric{name="place_inst",unit=""} 178
chip_impl_metric{name="max_freq",unit="MHz"} 280
chip_impl_metric{name="num_antenna_cells",unit=""} 0
chip_impl_metric{name="transition_time_at_the_pin_with_the_least_slew_margin",unit="ns"} 0.345
chip_impl_metric{name="layout-drive-gt1-share",unit=""} 0.257
chip_impl_metric{name="layout_worst_path_cycle_share",unit=""} 0.965
chip_impl_info{name="ff_type",value="dfrtp_1"} 1
chip_impl_metric{name="yosys_warnings",unit=""} 1
chip_impl_metric{name="syn_area",unit="um^2"} 632
chip_impl_metric{name="unclocked_pins",unit=""} 3
chip_impl_metric{name="place_worst_setup_slack",unit="ns"} -0.246
chip_impl_metric{name="route.detailed.drc",unit=""} 0
chip_impl_metric{name="worst_slew_margin_rel",unit=""} 0.770
chip_impl_metric{name="final_max_slew_viol_count",unit=""} 0
chip_impl_metric{name="fill_cells",unit=""} 560
chip_impl_metric{name="fp.dieW",unit="um"} 92
chip_impl_metric{name="final_core_utilization",unit=""} 0.226
chip_impl_metric{name="final-seq-area",unit="um^2"} 145
chip_impl_metric{name="synth.yosys.chip_area",unit="um^2"} 632
chip_impl_metric{name="clock_latency",unit="ns"} 0.21
chip_impl_metric{name="post-route-cell-area",unit="mm^2"} 0.00115
chip_impl_metric{name="yosysCellCount",unit=""} 75
chip_impl_metric{name="detail_route.wirelength",unit="um"} 1960
chip_impl_metric{name="finalWeightedCongestion",unit=""} 0.819
chip_impl_metric{name="post_drt_wl_per_cell",unit="um"} 10.7
chip_impl_info{name="synth.area.top_cells",value="dfrtp_1 (16%), dlxtn_1 (7.1%), xor2_1 (6.9%)"} 1
chip_impl_metric{name="logic_area",unit="um^2"} 472
chip_impl_metric{name="chip_area",unit="mm^2"} 0.00846
chip_impl_metric{name="gr-usage-all-layers",unit=""} 0.0444
chip_impl_info{name="hold_wc_path_type",value="reg -> reg"} 1
chip_impl_metric{name="static-leakage-power",unit="nW"} 0.488
-- layout make-up --
type / count / share of cell area
sequential: 7 / 0.127
inverter: 6 / 0.0197
multi-input combinational: 57 / 0.412
timing repair buffer: 40 / 0.330
clock buffer: 3 / 0.0360
tap: 70 / 0.0764
-- kinds of logic (layout without fill, tap and decap cells) --
kind of cell               count (synthesis)  count (layout)  synth area share
and+or+nand+nor                           25              25             0.192
AOI/OAI and AO/OA                         17              17             0.224
buffers and inverters                     11              49             0.127
xor gates and xnor gates                   9               9             0.125
muxes                                      5               5            0.0832
DFF                                        4               4             0.158
latches                                    3               3            0.0713
adders and majority gates                  1               1            0.0198
-- timing repair --
item / 4_1_cts / 5_1_grt
resized: 12 / 9
buffers inserted: 1 / 0
cloned: 1 / 0
endpoints found under the hold margin: 0 / 0
pin swaps: 2 / 3
endpoints found under the setup margin: 8 / 7
hold buffers: 0 / 0
-- registers in the layout, summed over array words and instances, names as in the netlist --
signal	count
next_state	3
current_state	3
parity_enable_save	1
-- per-layer routing --
layer / global-route usage / vias up / part of all wire
li1: - / 341 / -
met1: 0.0589 / 294 / 0.44
met2: 0.0682 / 21 / 0.47
met3: 0.0165 / 2 / 0.080
met4: 0.00771 / 0 / 0.0087
met5: 0 / - / 0
-- cells in the final DEF, fill, tap and decap left out, types with 2 or more instances in the layout --
cell,count
a31oi_1,2
buf_4,8
clkbuf_8,3
clkdlybuf4s50_1,24
dfrtp_1,4
dlxtn_1,3
dlygate4sd2_1,4
dlymetal6s2s_1,3
inv_1,6
mux2_2,2
nand2_1,6
nor2_1,7
nor3_1,3
nor4_1,2
o21ai_0,5
xnor2_1,3
xor2_1,5
-- path summary, 6_finish.rpt --
check,from,endpoint,slack [ns],cells past startpoint
max,prescale[4],parity_check_enable,0.13,10
min,parity_enable_save$_DFFE_PN0P_,parity_enable_save$_DFFE_PN0P_,0.55,1
max reg2reg,current_state[2]$_DFF_PN0_,parity_enable_save$_DFFE_PN0P_,2.38,2
min reg2reg,parity_enable_save$_DFFE_PN0P_,parity_enable_save$_DFFE_PN0P_,0.55,1
max in group asynchronous,asy_reset,current_state[0]$_DFF_PN0_,2.82,1
min in group asynchronous,asy_reset,parity_enable_save$_DFFE_PN0P_,0.72,1
-- power by group --
group	switching, mW	leakage [nW]	total (mW)	internal [mW]
Clock	0.0214	0.0216	0.0907	0.0692
Combinational	0.0267	0.392	0.0702	0.0435
Sequential	0.000925	0.0748	0.0463	0.0453
Total	0.0491	0.488	0.207	0.158
-- critical path: stages --
cell             delay, ns
clkdlybuf4s50_1       0.45
nor3_1                0.19
nand2_1               0.12
xnor2_2               0.16
a2111oi_4             0.32
buf_4                 0.21
buf_4                 0.12
mux2i_4               0.22
nor2_1                0.05
dlygate4sd2_1         0.25
Power figures rest on the tool's default switching activity, not on a simulated workload.
